$ cat design.v
module exe(
	input wire[31:0] data1,  
	input wire[31:0] reg2_i,
	input wire[31:0] imm_i,
	input wire[31:0] pcPlusOne_i,
	input wire[1:0] ALUdata2Src_i,
	input wire[3:0] ALUoperation_i,
	input wire ALUToReg_i,
	input wire[4:0] WriteRegDst_i,
	input wire MemToReg_i,
	output reg[31:0] result_o,
	output wire[31:0] MemData_o,
	output wire ALUToReg_o,
	output wire[4:0] WriteRegDst_o,
	output wire MemToReg_o
	);
	reg[31:0] data2;
	assign ALUToReg_o = ALUToReg_i;
	assign WriteRegDst_o = WriteRegDst_i;
	assign MemToReg_o = MemToReg_i;
	always @(*) begin
		case (ALUdata2Src_i)
		2'd0: data2 = reg2_i;
		2'd1:  data2 = imm_i;
		2'd2:   data2 = pcPlusOne_i;
		default: data2 = reg2_i;
		endcase
	end
	always @(*) begin
		case(ALUoperation_i)
		4'd1:    result_o = data1 + data2;
		4'd2:    result_o = data1 - data2;
		4'd3:  result_o = data2;
		4'd4:    result_o = data1 & data2;
		4'd5: 	result_o = data1 | data2;
		4'd6: 	result_o = data1 ^ data2;
		4'd7: 	result_o = ~(data1 | data2);
		4'd8:	result_o = data1 << imm_i;
		4'd9:	result_o = data1 >>> imm_i;
		4'd10:	result_o = {{31{data1[31]}},data1}>>imm_i;
		4'd11:	result_o = data2 + 32'd1;
		default: 		result_o = 16'd0;
		endcase
	end
	assign MemData_o = reg2_i;
endmodule
$ cat run.sh
#!/bin/bash
# OpenROAD 26Q1-2900-gdf79404cd8, Yosys 0.63+post, stock flow scripts
make -C /OpenROAD-flow-scripts/flow DESIGN_CONFIG=/design/flow/config.mk WORK_HOME=/design/flow/orfs finish
$ cat config.mk
export PLATFORM = sky130hd
export DESIGN_NAME = exe
export DESIGN_NICKNAME = exe
export VERILOG_FILES = /design/flow/design.v
export SDC_FILE = /design/flow/constraint.sdc
export NUM_CORES = 4
export LEC_CHECK = 1
export CORE_UTILIZATION = 50
$ cat constraint.sdc
current_design exe

set clk_period 27.3
set clk_io_pct 0.2

create_clock -name clk0 -period $clk_period

set non_clock_inputs [all_inputs -no_clocks]
set_input_delay [expr $clk_period * $clk_io_pct] -clock clk0 $non_clock_inputs
set_output_delay [expr $clk_period * $clk_io_pct] -clock clk0 [all_outputs]
==> job_summary.md <==
## PnR job results

| Metric | Value |
|---|---|
| Number of cells in the design after placement | 2114 |
| Critical path startpoint category | input pin |
| Crit. End Element | output pin |
| Die ar. | 23900 µm² |
| Yosys chip area | 11600 µm² |
| Transition at the pin with the smallest max-transition slack | 1.03 ns |
| OpenROAD warning count | 96 |
| Weighted congestion at the end of routability-driven global placement | 1.08 |
| Final Non-Filler Cells | 2114 |
| Synth mux share | 14.1% |
| Average footprint of a synthesized cell | 6.59 µm² |
| Number of cells produced by synthesis | 1764 |
| Aoi share | 35.7% |
| Number of cell rows | 55 |
| Vias per std cell | 6.89 |
| Sequential cell area fraction in the yosys report | 0% |
| Cell type with the largest total area after synthesis | ha_1 |
| IO Port Bufs | 198 |
| Minimum period implied by the final worst setup slack | 16.19 ns |
| Critical path buffers and inverters | 4 |
| Hold Vio Cnt, Final | 0 |
| Hold-fix buffers, CTS | 0 |
| Largest net degree at the start of global routing | 76 |
| Largest stage delay, worst path | 0.49 ns |
| Crit-path cells | clkdlybuf4s50_1 > inv_1 > ha_2 > buf_4 > o21ai_0 > ha_1 > fa_1 > a21o_1 > a41oi_1 > nand3_1 > a31oi_1 > a211oi_1 > or2_2 > a21oi_1 > xor2_1 > o2111ai_1 > clkdlybuf4s50_1 |
| Total via count after detailed routing | 14562 |
| Total setup buffers inserted after CTS | 0 |
| Standby leakage power | 5.41 nW |
| Routed length per placed instance | 25.0 µm |
| Finished Core Util | 59.0% |
| IO Count | 212 |
| Result of the run | completed |
| Core ar. | 22700 µm² |
| Height of the die | 154 µm |
| Number of pins with negative max-slew slack in the final report | 0 |
| Syn Std Cell Area | 11600 µm² |
| Clkbuf count | 0 |
| Relative slew slack | 31.3% |
| Total wire length after detailed routing | 52.9 mm |
| HPWL after DPL | 41.3 mm |
| F_max | 61.8 MHz |
| Flop Count | 0 |
| Area share, top type | 13.8% |
| Arr. time, crit path | 10.73 ns |
| Antenna diodes | 0 |
| Peak supply drop | 19.6 µV |
| Critical path's slowest cell | clkdlybuf4s50_1 |
| Number of design rule violations left after detail routing | 0 |
| Yosys stat cell total | 1764 |
| Top area cell types | ha_1 (14%), mux4_2 (8.5%), o21ai_0 (8.1%) |
| Cell with the most instances on the worst path | clkdlybuf4s50_1 |
| Number of maximum-capacitance constraint violations | 0 |
| Tightest Hold Check Type | in -> out |
| Global-route wire length before repair | 78.6 mm |
| Data required time at the worst endpoint | 21.84 ns |
| Final TNS setup | 0 ns |
| Adder and majority cell fraction of the synthesized area | 14.1% |
| Number of nets with antenna violations after detailed routing | 0 |
| Critical path class | in -> out |
| Number of distinct library cells after synthesis | 76 |
| Power per cell area | 23.4 nW/µm² |
| Share of layout cells above drive strength 1 | 7.33% |
| Antenna violations before repair | 1 |
| Setup repair after global routing missed its margin | no |
| Detailed Routing Iterations Pass 1 | 8 |
| Width of the die | 154 µm |
| Drt first-iter violations | 1770 |
| YS warnings | 1 |
| Setup-failing EPs final | 0 |
| Cell family with the largest share of critical-path delay | AND-OR/OR-AND gates |
| Combinational family with the most area after synthesis | AND-OR/OR-AND gates |
| FF/Latch Area | 0 µm² |
| Simple-Gate Fraction of Synth Area | 21.5% |
| Synth Area in XOR/XNOR | 3.77% |
| Vias in the first global route | 12982 |
| Post_cts resized | 0 |
| Overflow left after global routing | 0 |
| Core Util at FP | 51.2% |
| Area delta synth->final | 15.2% |
| Total GRT Usage | 44.2% |
| Crit-path max FO | 64 |
| Ratio of final minimum period to clock period | 59.3% |
## per-stage QoR
step	hold slack, ns	total power [mW]	setup WS (ns)	area [µm²]
final	10.92	0.314	11.11	13400
after global routing	10.92	0.339	10.79	13400
after CTS	10.92	0.306	11.23	13400
after detailed placement	10.92	0.304	11.24	13400
after global placement	10.92	0.302	11.31	13400
after floorplan	10.99	0.201	12.66	11600
## power by group
group	switching [mW]	total [mW]	internal [mW]	leakage, nW
clock network	0	0	0	0
registers	0	0	0	0
logic	0.181	0.314	0.132	5.41
total	0.181	0.314	0.132	5.41
## final timing paths
| path | startpoint | endpoint | slack (ns) | depth (start not counted) |
|---|---|---|---|---|
| setup / recovery | ALUdata2Src_i[0] | result_o[22] | 11.11 | 17 |
| hold / removal | ALUToReg_i | ALUToReg_o | 10.92 | 0 |
## synth_stat cells (5+ instances only)
library cell,instances
xor2_1,15
o22ai_1,26
mux2i_1,46
mux4_2,44
mux2_2,17
o21a_1,8
nor2_1,172
inv_1,114
a21oi_1,148
buf_1,12
clkbuf_1,99
a211o_1,6
a21boi_0,5
a211oi_1,28
o21ai_0,188
nor3_1,45
nand2b_1,25
a31o_2,7
nor4_1,8
nor2b_1,10
o31ai_1,9
nand3_1,35
a21o_1,21
ha_1,128
a221oi_1,34
xnor2_1,35
o221ai_1,11
buf_2,14
buf_4,43
a22oi_1,41
and2_1,36
nand2_1,165
a31oi_1,14
o211ai_1,31
nand4_1,9
or2_2,8
o21bai_1,12
and3_1,9
or3_1,12
a2111oi_0,8
## logic make-up after synthesis
| family | after synthesis |
|---|---|
| fa+ha+maj | 130 |
| mux | 107 |
| buf+inv | 285 |
| xor+xnor | 50 |
| simple gates | 546 |
| compound gates | 646 |
## metal layers
| metal | global-route usage (%) | share of wire [%] | vias to the layer above | wire length, µm |
|---|---|---|---|---|
| li1 | - | - | 6618 | - |
| met1 | 61.0 | 40 | 6724 | 21100 |
| met2 | 66.6 | 42 | 1028 | 22500 |
| met3 | 10.3 | 12 | 190 | 6600 |
| met4 | 17.7 | 5.2 | 2 | 2760 |
| met5 | 0 | 0.025 | - | 13 |
## cell type report
class                           instances  area [µm²]
Timing Repair Buffer                  233        2210
Fill cell                            2177        9320
Inverter                              117         439
Multi-Input combinational cell       1479       10400
Tap cell                              285         357
## layout by cell type (no fill, tap or decap), types with 26 or more instances in the layout
cell,synthesis,final
a221oi_1,34,34
o21ai_0,188,188
a22oi_1,41,41
mux2i_1,46,46
a211oi_1,28,28
mux4_2,44,44
clkdlybuf4s50_1,0,190
and2_1,36,36
nor3_1,45,43
nand2_1,165,165
o22ai_1,26,26
ha_1,128,127
nor2_1,172,172
o211ai_1,31,31
buf_4,43,36
inv_1,114,114
a21oi_1,148,148
xnor2_1,35,35
nand3_1,35,35
Power is estimated from default activity; no workload was simulated.
