==> design/flow/design.v <==
module registers(
	input wire clk,
	input wire rst,
	input wire[4:0] regSrc1_i,
	output wire[31:0] regData1_o,
	input wire[4:0] regSrc2_i,
	output wire[31:0] regData2_o,
	input wire[4:0] writeRegDst_i,
	input wire[31:0] writeRegData_i,
	input wire RegWrite_i
	);
	reg[31:0] regs[0:31];
	wire[15:0] nextWriteRegData;
	assign regData1_o = (regSrc1_i == 5'd0)? 32'd0:
						((RegWrite_i == 1'b1 && regSrc1_i == writeRegDst_i)? writeRegData_i:regs[regSrc1_i]);
	assign regData2_o =	(regSrc1_i == 5'd0)? 32'd0:
						((RegWrite_i == 1'b1 && regSrc2_i == writeRegDst_i)? writeRegData_i:regs[regSrc2_i]);
		reg[3:0] regDst;
		reg[15:0] regData;
	integer i;
	always @(posedge clk) begin
		if (!rst) begin
			for(i = 0; i< 32; i = i+1) begin
				regs[i] <= 32'd0;
			end
		end else begin
			regs[writeRegDst_i] <= writeRegData_i;
		end
	end
endmodule
==> design/flow/run.sh <==
#!/bin/bash
# OpenROAD 26Q1-2900-gdf79404cd8, Yosys 0.63+post, stock flow scripts
make -C /OpenROAD-flow-scripts/flow DESIGN_CONFIG=/design/flow/config.mk WORK_HOME=/design/flow/orfs finish
==> design/flow/config.mk <==
export PLATFORM = sky130hd
export DESIGN_NAME = registers
export DESIGN_NICKNAME = registers
export VERILOG_FILES = /design/flow/design.v
export SDC_FILE = /design/flow/constraint.sdc
export NUM_CORES = 4
export LEC_CHECK = 1
export CORE_UTILIZATION = 50
==> design/flow/constraint.sdc <==
current_design registers

set clk_period 9.3
set clk_io_pct 0.2

create_clock -name clk0 -period $clk_period [get_ports {clk}]

set non_clock_inputs [all_inputs -no_clocks]
set_input_delay [expr $clk_period * $clk_io_pct] -clock clk0 $non_clock_inputs
set_output_delay [expr $clk_period * $clk_io_pct] -clock clk0 [all_outputs]
==> flow_summary.json <==
{
  "cts_root_buf": "clkbuf_16",
  "grt_overflow": 0,
  "drt_iter0_markers": 2531,
  "hold_depth": 2,
  "largest_register": "regs",
  "power_density_nw_per_um2": 184,
  "grt_pass1_vias": 39200,
  "ioPinCount": 114,
  "ys.flop_type": "edfxtp_1",
  "clk_path_buf_depth": 3,
  "cts_buffers": 114,
  "num_rows": 121,
  "finalWirelength_um": 208000,
  "power_leakage_nw": 21.3,
  "fin_crit_ns": 7.86,
  "syn-mean-instance-area_sq_um": 14.5,
  "clk_pin_slew_ns": 0.06,
  "fp_util_pct": 50.6,
  "warnings": 26,
  "rsz0062_at_grt": "false",
  "grtUsageTotal_pct": 41.9,
  "avgRoutedWirePerCell_um": 38.4,
  "async_flop_share_pct": 0,
  "hold_path_class": "input port to register",
  "synthCells": 3814,
  "drv_slew": 0,
  "common_cells": "and2_1 (1028), edfxtp_1 (1024), mux4_2 (421)",
  "synth_cell_type_count": 54,
  "place.gp.congestion": 0.986,
  "holdPathEnd": "regs[2][23]$_SDFFCE_PN0P_",
  "h-tree-depth": 3,
  "numPortBuffers": 113,
  "ys_cells": 3814,
  "die-area_sq_um": 112000,
  "netlist_area_sq_um": 55200,
  "hold_buffers": 0,
  "yosys.area.top_type": "edfxtp_1",
  "ctsResizeCount": 0,
  "crit_required_ns": 7.44,
  "path_max_fanout": 28,
  "cts_tree": "built",
  "drv_cap": 0,
  "peakVddDrop_v": 0.000194,
  "hold_path_startpoint": "rst",
  "max_clock_freq_mhz": 127,
  "cp-start-kind": "input port",
  "synth_warnings": 1,
  "die_w_um": 334,
  "tightest_slew_ns": 1.34,
  "antenna_found_initial": 12,
  "status": "complete, no violations",
  "drt_pass1_iterations": 5,
  "largest_reg_flops": 1024,
  "antenna_left": 0,
  "synth_flops": 1024,
  "synth_seq_share_pct": 55.7,
  "vias_per_cell": 6.67,
  "hpwl_um": 128000,
  "top_cell": "and2_1",
  "reg_top3": "regs: 1024 flops",
  "yosysChipArea_sq_um": 55200,
  "die_h_um": 334,
  "slew_headroom_pct": 9.76,
  "endpoint_kind": "primary output",
  "min_period_over_period_pct": 84.5,
  "instances_no_fill": 5400,
  "top_cells_by_area": "edfxtp_1 (56%), mux4_2 (17%), and2_1 (12%)",
  "edf_count": 1024,
  "core_sq_um": 109000,
  "setup.worst_path.class": "input port to primary output",
  "grt_pass1_wl_um": 291000,
  "hold_viol_final": 0,
  "netlist.area_leader.share_pct": 55.7,
  "area_delta_synth_final_pct": 12.3,
  "grt_max_degree": 91,
  "fin_tns_setup_ns": 0,
  "cts.sinks": 1024,
  "crit_arrival_ns": 6.00,
  "drive_gt1_share_pct": 23.7,
  "dp_cells": 5182,
  "route.detailed.drc": 0,
  "postCtsSetupBuffers": 0,
  "setup_viol_count_final": 0,
  "vias": 36000
}
-- area by class of cell --
| type | instances | area [sq um] |
|---|---|---|
| well taps | 1476 | 1850 |
| inverters | 1 | 3.75 |
| repair buffers | 298 | 2600 |
| clock inverters | 61 | 482 |
| fillers | 8247 | 47100 |
| multi-input cells | 2383 | 23300 |
| flip-flops and latches | 1024 | 30700 |
| clock buffers | 144 | 3030 |
| diodes | 13 | 32.5 |
-- worst max-delay path, cell delays in order --
cell and delay (ns):
clkdlybuf4s50_1 0.97, nor2_1 0.15, nand2_2 0.22, buf_4 0.55
o22ai_1 0.34, o41ai_1 1.14, clkdlybuf4s50_1 0.67
-- cells in the final DEF (no fill, tap or decap), drive strengths merged, types with 4 or more instances in the layout --
cell type,instances
o41ai,10
and4,4
or2,5
nor3,46
nand2,52
nor4,5
clkdlybuf4s50,104
nor2,78
nor2b,21
o22ai,112
a311o,10
nand3,17
nand3b,8
o221ai,7
mux2i,167
o2111ai,6
nand4,4
xnor2,10
mux2,75
a21oi,60
a22o,28
mux4,421
bufinv,6
a211oi,19
nand2b,10
buf,194
clkinv,46
a2111oi,4
clkinvlp,5
diode,13
and2,1030
inv,5
o21ai,61
clkbuf,144
edfxtp,1024
a22oi,85
-- cell families (layout without fill, tap and decap cells) --
family | Yosys count | in the layout | synth area share, %
mux | 663 | 663 | 21.7
buf+inv | 407 | 504 | 3.38
xor+xnor | 10 | 10 | 0.159
compound gates | 418 | 418 | 5.10
simple gates | 1292 | 1292 | 14.0
other cells | 0 | 13 | 0
flops | 1024 | 1024 | 55.7
-- report_power, final --
part / switching (mW) / internal, mW
clock: 1.87 / 2.45
sequential: 0.136 / 5.36
combinational: 0.934 / 0.646
total: 2.94 / 8.46
-- metal layers --
| layer | vias to the layer above | global-route usage (%) | wire, um |
|---|---|---|---|
| li1 | 14700 | - | - |
| met4 | 24 | 20.3 | 13600 |
| met2 | 3058 | 57.8 | 93000 |
| met5 | - | 3.65 | 458 |
| met1 | 17600 | 49.2 | 63100 |
| met3 | 635 | 31.9 | 37400 |
-- per-stage QoR --
stage / worst slack (ns) / power [mW] / hold WS [ns] / area [sq um] / utilization [%]
floorplan: 3.88 / 6.41 / 2.06 / 55200 / -
global placement: 1.75 / 7.11 / 2.55 / 58500 / 53.6
finish: 1.44 / 11.4 / 1.84 / 62000 / 56.8
global route: 1.48 / 11.7 / 1.83 / 62000 / 56.8
CTS: 1.72 / 11.4 / 1.81 / 62000 / 56.8
detailed placement: 1.73 / 7.13 / 2.56 / 58500 / 53.6
-- worst max-delay path by stage --
stage                            to  cells after the start  slack, ns         start
final                 regData2_o[5]                      7       1.44  regSrc2_i[3]
after global routing  regData2_o[5]                      8       1.48  regSrc2_i[0]
after CTS             regData2_o[5]                      8       1.72  regSrc2_i[0]
Power figures rest on the tool's default switching activity, not on a simulated workload.
